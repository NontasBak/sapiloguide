==> ./design.v <==
module ex1_a #(
    parameter WIDTH = 8
) (
    input logic clk1, clk2, Enable,
    input logic [WIDTH-1:0]  Dat_tx,
    output logic [WIDTH-1:0]  Dat_rx
);
    logic [WIDTH-1:0] q4;
    logic q1, q2, q3;
    logic [WIDTH-1:0] mux_out;
    assign mux_out = q3 ? q4 : Dat_rx;
    always_ff @(posedge clk1) begin
        q1 <= Enable;
        q4 <= Dat_tx;
    end
    always_ff @(posedge clk2) begin
        q2 <= q1;
        q3 <= q2;
        Dat_rx <= mux_out;
    end
endmodule
module d_ff #(
    parameter WIDTH=1
) (
    input logic clk,
    input logic [WIDTH-1:0] d,
    output logic [WIDTH-1:0] q
);
    always_ff @(posedge clk) q <= d;
endmodule
module mux #(
    parameter WIDTH = 8
) (
    input logic [WIDTH-1:0] in0, in1,
    input logic sel,
    output logic [WIDTH-1:0] out
);
    always_comb begin
        if (sel)
            out = in1;
        else
            out = in0;
    end
endmodule
module ex1_b #(
    parameter WIDTH = 8
) (
    input logic clk1, clk2, Enable,
    input logic [WIDTH-1:0] Dat_tx,
    output logic [WIDTH-1:0] Dat_rx
);
    logic [WIDTH-1:0] q4;
    logic q1, q2, q3;
    logic [WIDTH-1:0] mux_out;
    d_ff #(.WIDTH(1)) dff1 (
        .clk(clk1),
        .d(Enable),
        .q(q1)
    );
    d_ff #(.WIDTH(1)) dff2 (
        .clk(clk2),
        .d(q1),
        .q(q2)
    );
    d_ff #(.WIDTH(1)) dff3 (
        .clk(clk2),
        .d(q2),
        .q(q3)
    );
    d_ff #(.WIDTH(WIDTH)) dff4 (
        .clk(clk1),
        .d(Dat_tx),
        .q(q4)
    );
    mux #(.WIDTH(WIDTH)) mux1 (
        .in0(Dat_rx),
        .in1(q4),
        .sel(q3),
        .out(mux_out)
    );
    d_ff #(.WIDTH(WIDTH)) dff5 (
        .clk(clk2),
        .d(mux_out),
        .q(Dat_rx)
    );
endmodule
==> ./config.mk <==
export PLATFORM = sky130hd
export DESIGN_NAME = ex1_b
export DESIGN_NICKNAME = ex1_b
export VERILOG_FILES = /design/flow/design.v
export SDC_FILE = /design/flow/constraint.sdc
export NUM_CORES = 4
export LEC_CHECK = 1
export CORE_AREA = 10 10 70 70
export DIE_AREA = 0 0 80 80
==> ./constraint.sdc <==
current_design ex1_b

set clk_period 1.2
set clk_io_pct 0.2

create_clock -name clk0 -period $clk_period [get_ports {clk1}]
create_clock -name clk1 -period $clk_period [get_ports {clk2}]

set non_clock_inputs [all_inputs -no_clocks]
set_input_delay [expr $clk_period * $clk_io_pct] -clock clk0 $non_clock_inputs
set_output_delay [expr $clk_period * $clk_io_pct] -clock clk0 [all_outputs]
==> ./run.sh <==
#!/bin/bash
# OpenROAD 26Q1-2900-gdf79404cd8, Yosys 0.63+post, stock flow scripts
make -C /OpenROAD-flow-scripts/flow DESIGN_CONFIG=/design/flow/config.mk WORK_HOME=/design/flow/orfs finish
==> impl_metrics.py <==
# Auto-generated metrics
metrics = {
    "grt": {
        "first_global_vias": 274,
        "grt_max_degree": 9,
        "grt_first_pass_wirelength_um": 1200,
        "grtUsageTotal": 0.0250,
        "overflow": 0,
        "antenna_found_initial": 0,
    },
    "yosys": {
        "synth_flops": 19,
        "yosys.stat.seqShare": 1.00,
        "ys_cells": 19,
        "yosysChipArea_um2": 460,
        "synth.cell_area_um2": 460,
        "ys_warn_count": 3,
        "postSynthAreaPerCell_um2": 24.2,
        "netlist_instances": 19,
        "synth.distinct_cells": 2,
    },
    "worst_setup_path": {
        "critical_path.cell_chain": "dlygate4sd2_1",
        "critPathMaxStageDelay_ps": 360,
        "crit_required_ps": 960,
        "r2r_slack_ps": 360,
        "crit_buf_inv": 1,
        "cp.arrival_ps": 870,
        "slowest_stage": "edfxtp_1",
        "critical_path_class": "flop to output pin",
        "worstSetupEndpointType": "output pin",
        "start_kind": "flop",
        "crit_family": "flip-flops",
        "cp_max_fo": 1,
    },
    "drt": {
        "post-route-drc-count": 0,
        "n_antenna_cell": 0,
        "firstDrtPassIters": 3,
        "avgViaCountPerCell": 2.51,
        "wl_per_cell_um": 9.46,
        "num_vias": 223,
        "drtIter0Drc": 7,
        "wl_um": 842,
        "drtAntennaViolNets": 0,
    },
    "placement": {
        "post-place-ws_ps": 173,
        "placed_area_um2": 688,
        "portBuffers": 17,
        "place_congestion": 0.683,
    },
    "sta": {
        "tightest_slew_ps": 329,
        "hold-worst-slack_ps": 320,
        "setup_tns_ps": 0,
        "slew_headroom": 0.780,
        "rsz0062_at_grt": "no",
        "finalSetupViolCount": 0,
        "fin_ws_ps": 90.3,
        "hold_viol": 0,
        "finalClockSkew_ps": 1.57,
        "maxSlewViolCount": 0,
    },
    "clocking": {
        "cts_tree": "built",
        "cts_sinks": 19,
        "cts.reportedPaths.clkPinSlew_ps": 60,
    },
    "pwr": {
        "ir_drop_v": 0.000383,
        "power_leakage_nw": 0.277,
        "powerDensity_nw_per_um2": 1640,
    },
    "floorplan": {
        "die_x_um": 80,
        "core_um2": 3420,
        "die_area_um2": 6400,
        "initCoreUtil": 0.135,
        "pin_count": 19,
        "fp-row-count": 21,
        "die-height_um": 80,
    },
    "final_layout": {
        "lay_top_count": "dfxtp_1",
        "syn_to_final_growth_pct": 57.9,
        "drive_gt1_frac": 0.140,
        "nFillCells": 366,
        "final_util": 0.213,
        "logic_gates": 0,
        "logic_area_um2": 0,
        "design_area_um2": 727,
        "final_cell_mix": "dfxtp_1 (11), clkdlybuf4s50_1 (9), edfxtp_1 (8), dlygate4sd2_1 (8), clkbuf_4 (6)",
    },
    "run": {
        "warnings": 26,
        "maxCapViolations": 0,
    },
    "run_status": {
        "status": "finished clean",
    },
    "worst_hold_path": {
        "hold_path.class": "flop to flop",
    },
}
==> cells in the mapped netlist <==
master | count | area share
edfxtp_1 | 8 | 0.52
dfxtp_1 | 11 | 0.48
==> state kept, by name, indices dropped and copies added (netlist names) <==
name    cells
dff3.q      1
dff5.q      8
dff1.q      1
dff4.q      8
dff2.q      1
==> layout make-up <==
type / count / area, um^2 / share of cell area
sequential: 19 / 460 / 0.633
tap: 46 / 57.6 / 0.0792
clock buffer: 7 / 48.8 / 0.0671
timing repair buffer: 17 / 160 / 0.220
==> cell families after synthesis <==
kind of cell,synth area share
flops,1.00
==> report_power, final <==
| group | internal [W] | total [W] | switching, W |
|---|---|---|---|
| sequential | 0.000710 | 0.000722 | 0.0000115 |
| combinational | 0.0000377 | 0.0000436 | 0.00000581 |
| clock | 0.000242 | 0.000425 | 0.000183 |
| total | 0.000990 | 0.00119 | 0.000200 |
==> through the flow <==
| stage | total power (W) | cells |
|---|---|---|
| 2_1_floorplan | 0.000730 | 19 |
| 3_3_place_gp | 0.000789 | 82 |
| 3_5_place_dp | 0.000791 | 82 |
| 4_1_cts | 0.00122 | 89 |
| 5_1_grt | 0.00125 | 89 |
| 6_report | 0.00119 | 89 |
==> per-layer routing <==
metal  vias up  global-route usage  part of all wire
met4         0              0.0229             0.061
met3         4              0.0205              0.15
met2        12              0.0393              0.48
li1        113                   -                 -
met5         -                   0                 0
met1        94              0.0183              0.30
==> what timing repair did <==
action,CTS,global route
hold buffers,0,0
setup endpoints to repair,8,0
gates resized,8,0
buffers inserted,0,0
==> worst paths after layout <==
check,startpoint,end,cells after the start
hold reg to reg,dff1.q,dff2.q,0
setup reg to reg,dff3.q,dff5.q[4],0
min in group clk0,Dat_tx[2],dff4.q[2],1
max in group clk1,dff3.q,dff5.q[4],0
hold / removal,dff1.q,dff2.q,0
setup / recovery,dff5.q[7],Dat_rx[7],1
Power is estimated from default activity; no workload was simulated.
