==> ./design.v <==
module power_of_2_calculator (
    input  logic clk,
    input  logic clr,
    input  logic [3:0] pow,
    output logic [12:0] result
);
    typedef enum logic [1:0] {
        S_IDLE,  
        S_COMPUTE,
        S_HOLD
    } state_t;
    state_t state, next_state;
    always_ff @(posedge clk) begin
        if (clr) begin
            state <= S_IDLE;
        end else begin
            state <= next_state;
        end
    end
    always_comb begin
        case (state)
            S_IDLE: begin
                next_state = S_COMPUTE;
            end
            S_COMPUTE: begin
                next_state = S_HOLD;
            end
            S_HOLD: begin
                next_state = S_HOLD;
            end
            default: begin
                next_state = S_HOLD;
            end
        endcase
    end
    always_ff @(posedge clk) begin
        if (clr) begin
            result <= 1;
        end else begin
            if (state == S_COMPUTE) begin
                if (pow <= 12) begin
                    result <= (1 << pow);
                end
            end
        end
    end
endmodule
==> ./run.sh <==
#!/bin/bash
# OpenROAD 26Q1-2900-gdf79404cd8, Yosys 0.63+post, stock flow scripts
make -C /OpenROAD-flow-scripts/flow DESIGN_CONFIG=/design/flow/config.mk WORK_HOME=/design/flow/orfs finish
==> ./config.mk <==
export PLATFORM = sky130hd
export DESIGN_NAME = power_of_2_calculator
export DESIGN_NICKNAME = power_of_2_calculator
export VERILOG_FILES = /design/flow/design.v
export SDC_FILE = /design/flow/constraint.sdc
export NUM_CORES = 4
export LEC_CHECK = 1
export CORE_AREA = 10 10 70 70
export DIE_AREA = 0 0 80 80
==> ./constraint.sdc <==
current_design power_of_2_calculator

set clk_period 1.7
set clk_io_pct 0.2

create_clock -name clk0 -period $clk_period [get_ports {clk}]

set non_clock_inputs [all_inputs -no_clocks]
set_input_delay [expr $clk_period * $clk_io_pct] -clock clk0 $non_clock_inputs
set_output_delay [expr $clk_period * $clk_io_pct] -clock clk0 [all_outputs]
==> results.tsv <==
stage	metric	value	unit
hold_path	worst_hold_path.num_cells	1	
place	total_cell_area_at_the_placement_stage	897	um2
clock_tree	cts_hold_repair.buffers	0	
logic_synthesis	yosys_warnings	1	
final_timing	drv_slew	0	
worst_setup_path	cp-start-kind	flop	
die	fp_util	18.1	%
logic_synthesis	syn_area	619	um2
global_route	antenna_violations_before_repair	0	
pwr	leakagePower	0.000307	uW
logic_synthesis	common_cells	sky130_fd_sc_hd__dfxtp_1 (15), sky130_fd_sc_hd__nand2_1 (6), sky130_fd_sc_hd__o211ai_1 (6), sky130_fd_sc_hd__o21ai_0 (6), sky130_fd_sc_hd__nor3b_2 (3)	
clock_tree	postCtsResizedCells	0	
pwr	pint	489	uW
worst_setup_path	timing.critical_path.arrival	1.11	ns
pwr	netSwitchingFraction	24.0	%
flow_run	openroad.warnings	25	
logic_synthesis	yosys.area_share.adder	0	%
pwr	ir_worst_vdd	0.423	mV
route	drt-wirelength-per-cell	11.9	um
worst_setup_path	reg_to_reg_start	state[2]	
worst_setup_path	crit_path_max_incr_delay	0.48	ns
logic_synthesis	synth_top_flop_cell	sky130_fd_sc_hd__dfxtp_1	
final_timing	fmax	690	MHz
logic_synthesis	yosys_register_bits	15	
clock_tree	clock_insertion_delay_worst_skew	0.28	ns
place	gp_congestion	0.862	
worst_setup_path	critical-path-slowest-cell	sky130_fd_sc_hd__clkdlybuf4s50_1	
layout	final_cell_count_no_fill	135	
final_timing	worst_pin_slew	0.333	ns
place	detailedPlacementHpwl	1.25	mm
logic_synthesis	compound_area_share	28.9	%
layout	final_core_util	27.0	%
route	number_of_iterations_in_the_first_detailed_routing_pass	4	
worst_setup_path	worstPathBufferInverterCount	1	
final_timing	finalWorstPathRequiredPeriod	1.45	ns
clock_tree	cts_inserted_buffers	3	
clock_tree	tritoncts_clock_tree	done	
final_timing	worst_slew_margin_relative_to_its_limit	77.7	%
logic_synthesis	synth.avg_cell_area	9.99	um2
place	port_buffer_count	18	
logic_synthesis	yosysMostFrequentCell	sky130_fd_sc_hd__dfxtp_1	
pwr	combPwrFrac	12.5	%
global_route	grtUsageTotal	4.93	%
pwr	seq_power_share	56.7	%
route	drtIter0Drc	65	
die	dieHeight	80	um
layout	filler_cell_count	378	
logic_synthesis	area_share_top_type	48.5	%
pwr	power.density	696	nW/um2
logic_synthesis	xor_share	0	%
logic_synthesis	logic_family	AND-OR/OR-AND gates	
status	outcome	completed	
logic_synthesis	synth-edff-count	0	
global_route	grt_pass1_vias	530	
clock_tree	root_buffer_selected_by_cts	sky130_fd_sc_hd__clkbuf_4	
hold_path	min_path_type	reg2reg	
logic_synthesis	ys_chip_area	619	um2
logic_synthesis	mux_frac_synth	0	%
layout	drive_gt1_share	15.7	%
die	design.portCount	19	
worst_setup_path	worst_ep_required_time	1.36	ns
clock_tree	cts.reportedPaths.clkPinSlew	0.08	ns
logic_synthesis	area_leaders	sky130_fd_sc_hd__dfxtp_1 (48%), sky130_fd_sc_hd__o211ai_1 (7.3%), sky130_fd_sc_hd__nor3b_2 (6.1%)	
global_route	global_route.overflow_total	0	
logic_synthesis	synth-async-reset-ratio	0	%
worst_setup_path	timing.critical_path.cells	clkdlybuf4s50_1	
route	ant_nets	0	
final_timing	skew	0.00298	ns
pwr	total_switching_power	154	uW
route	post_drt_via_cell_ratio	4.26	
worst_setup_path	critical_path_class	reg2out	
pwr	design_power_total	643	uW
clock_tree	max-clock-path-buffers	2	
layout	layout-area-overhead-vs-synth	49.1	%
worst_setup_path	crit_family	buffers and inverters	
pwr	power.clock.fraction	30.8	%
final_timing	timing.final.setup_violations	0	
clock_tree	cts.htree.levels	1	
worst_setup_path	r2r.worst_path.cells	3	
final_timing	rsz0062_at_grt	no	
global_route	first_pass_grt_wire_length	2.56	mm
worst_setup_path	ff2ff_setup_slack	0.43	ns
hold_path	worstHoldEndpoint	state[2]	
logic_synthesis	synth_cell_types	23	
clock_tree	tritoncts_num_sinks	15	
clock_tree	cts_setup_buffers	0	
logic_synthesis	ys_seq_share	48.5	%
die	design.core.area	3420	um2
final_timing	hold_viol	0	
flow_run	max-cap-violations	0	
route	drc	0	
route	routed_wirelength	1.61	mm
die	placement_rows	21	
die	chip_area	6400	um2
worst_setup_path	r2r-end	result[3]	
route	routed-via-count	575	
layout	finish.instance_area	923	um2
logic_synthesis	syn-instance-count	62	
logic_synthesis	yosys.area.top_type	sky130_fd_sc_hd__dfxtp_1	
final_timing	fin_crit_sh	85.3	%
worst_setup_path	critical_path_peak_fanout	2	
logic_synthesis	synth_simple_gate_area_share	20.6	%
logic_synthesis	cell_count_listed_in_synth_stat_txt	62	
hold_path	hold_path_startpoint	state[0]	
route	insertedDiodeCount	0	
layout	multi_input_comb_area	307	um2
die	chipWidth	80	um
layout	regArea	300	um2
place	placed_instances	131	
global_route	maximum_number_of_pins_on_one_net_before_global_route_repair	10	
worst_setup_path	critPathCaptureType	output pin	
[sequential cells by signal, summed over array words and instances (netlist names)]
| register | count |
|---|---|
| result | 13 |
| state | 2 |
[layout make-up]
| cell class | instances | share of cell area [%] |
|---|---|---|
| well taps | 46 | 6.23 |
| flip-flops and latches | 15 | 32.5 |
| clock buffers | 4 | 2.85 |
| inverters | 2 | 0.813 |
| repair buffers | 24 | 24.4 |
| multi-input cells | 44 | 33.2 |
[metrics by stage]
stage          TNS [ns]  hold WS (ns)  setup slack [ns]
2_1_floorplan         0         0.368             0.601
3_3_place_gp          0         0.417           0.00766
3_5_place_dp    -0.0367         0.424           -0.0206
4_1_cts               0         0.445             0.236
5_1_grt               0         0.471             0.182
6_report              0         0.440             0.251
[how the worst max path moves through the flow]
| stage | from | to | cells after the start | slack, ns |
|---|---|---|---|---|
| after CTS | result[0] | result[0] | 1 | 0.24 |
| after global routing | result[3] | result[3] | 1 | 0.18 |
| final | result[0] | result[0] | 1 | 0.25 |
[cell families (layout without fill, tap and decap cells)]
family / count (synthesis) / after routing
buffers and inverters: 3 / 30
AND/OR/NAND/NOR: 20 / 20
flip-flops: 15 / 15
AND-OR/OR-AND: 24 / 24
[layout by cell type (no fill, tap or decap), types with 3 or more instances in the layout]
master / instances
sky130_fd_sc_hd__buf_4: 6
sky130_fd_sc_hd__clkdlybuf4s50_1: 18
sky130_fd_sc_hd__o21ai_0: 6
sky130_fd_sc_hd__nor3b_2: 3
sky130_fd_sc_hd__clkbuf_4: 3
sky130_fd_sc_hd__o211ai_1: 6
sky130_fd_sc_hd__nand2_1: 6
sky130_fd_sc_hd__dfxtp_1: 15
[power by group through the flow]
stage	clock network (uW)	registers, uW	logic, uW
CTS	207	364	81.1
global route	226	365	88.5
finish	198	364	80.5
[layer usage]
metal | part of all wire (%) | GRT usage [%]
met1 | 48 | 6.26
met4 | 0.75 | 0.352
met3 | 9.7 | 2.73
met5 | 0 | 0
met2 | 42 | 7.46
[worst reg2reg max path: stages, from the launching register on]
cell and delay (ns):
sky130_fd_sc_hd__dfxtp_1 0.49, sky130_fd_sc_hd__clkinv_1 0.29, sky130_fd_sc_hd__nor4_1 0.30, sky130_fd_sc_hd__o21a_1 0.14
Power figures rest on the tool's default switching activity, not on a simulated workload.
